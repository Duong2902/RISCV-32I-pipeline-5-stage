==> /design/flow/design.v <==
module ALU(
	   input wire signed [31:0]  A,B, 
	   input wire signed [3:0]   ALUControl,
     input wire        [2:0]   funct3,
     input wire        [1:0]   ALUop,
	   output reg 	             branch_condition,
	   output wire signed [31:0] Result );
   reg [31:0]		      ResultReg;
   wire [31:0]		      temp,Sum;
   wire			      V,slt, sltu;  
   assign temp = ALUControl[0] ? ~B:B;
   assign Sum = A + temp + ALUControl[0]; 
   assign V = (ALUControl[0]) ? 
              (~(A[31] ^ B[31]) & (A[31] ^ Sum[31])) :  
              ((A[31] ^ B[31]) & (~(A[31] ^ Sum[31])));  
   assign slt = (A[31] == B[31]) ? (A < B) : A[31];  
   assign sltu = $unsigned(A) < $unsigned(B); 
   always@(*)
     case(ALUControl)
       4'b0000: ResultReg <= Sum;  
       4'b0001: ResultReg <= Sum;  
       4'b0010: ResultReg <= A&B;  
       4'b0011: ResultReg <= A|B;  
       4'b0100: ResultReg <= A^B;  
       4'b0101: ResultReg <= {31'b0,slt};  
       4'b0110: ResultReg <= {31'b0,sltu};  
       4'b0111: ResultReg <= {A[31:12],12'b0};  
       4'b1000: ResultReg <= A + {B[31:12],12'b0};  
       4'b1001: ResultReg <= {B[31:12],12'b0};  
       4'b1010: ResultReg <= A << B;  
       4'b1011: ResultReg <= A >>> B;  
       4'b1100: ResultReg <= A >> B;  
       default:  ResultReg <= 'bx;
     endcase
   always @(*) begin
    if (ALUop == 2'b01) begin
      case (funct3)
        3'd0: branch_condition = (ResultReg == 32'd0); 
        3'd1: branch_condition = (ResultReg != 32'd0);
        3'd4: branch_condition = (ResultReg < 32'd0);
        3'd5: branch_condition = (ResultReg >= 32'd0);         
        3'd6: branch_condition = sltu;
        3'd7: branch_condition = !sltu | (ResultReg == 32'd0);
        default: branch_condition = 0;
      endcase
    end
    else branch_condition = 0;
   end
   assign Result = ResultReg;
endmodule
module ALU_Decoder(
		   input wire	    opb5,  
		   input wire [2:0] funct3,  
		   input wire	    funct7b5,  
		   input wire [1:0] ALUOp,
		   output reg [3:0] ALUControl
		   );
   wire				    RtypeSub;
   assign RtypeSub = funct7b5 & opb5;  
   always@(*)
     begin
	case(ALUOp)
          2'b00:  ALUControl = 4'b0000;  
          2'b01:  ALUControl = 4'b0001;  
          2'b10:  
            case(funct3) 
              3'b000:    
                if (RtypeSub) ALUControl = 4'b0001;  
                else ALUControl = 4'b0000;  
              3'b001: ALUControl = 4'b1010;  
              3'b010: ALUControl = 4'b0101;  
              3'b011: ALUControl = 4'b0110;  
              3'b100: ALUControl = 4'b0100;  
              3'b101: 
                if (funct7b5) ALUControl = 4'b1011;  
                else ALUControl = 4'b1100;  
              3'b110: ALUControl = 4'b0011;  
              3'b111: ALUControl = 4'b0010;  
              default: ALUControl = 4'bxxx; 
            endcase
          2'b11:  
            case(opb5)
              1'b0: ALUControl = 4'b1000;  
              1'b1: ALUControl = 4'b1001;  
              default: ALUControl = 4'bxxxx;
            endcase
          default: ALUControl = 4'bxxxx;
	endcase
     end
endmodule
module Control_Unit(
		    input wire [6:0]  op,
		    input wire [2:0]  funct3,
		    input wire	      funct7b5,   
            input             branch_condition,
		    output wire [1:0] ResultSrc,
		    output wire	      MemWrite, PCSrc, ALUSrc, RegWrite,Jump,
		    output wire [1:0] ImmSrc,
		    output wire [3:0] ALUControl,
			output wire [1:0] ALUop
		    );
   wire	Branch;
   wire [1:0] ALUop_c;
   Main_Decoder Main_Decoder(
  			     .op(op),
			     .ResultSrc(ResultSrc),
			     .MemWrite(MemWrite),
			     .Branch(Branch),
  			     .ALUSrc(ALUSrc),
			     .RegWrite(RegWrite),
  			     .Jump(Jump),
			     .ImmSrc(ImmSrc),
			     .ALUop(ALUop_c) );
   ALU_Decoder ALU_Decoder(
  			   .opb5(op[5]),
			   .funct3(funct3),
			   .funct7b5(funct7b5),
			   .ALUOp(ALUop_c),
			   .ALUControl(ALUControl) );
   assign PCSrc = Branch & branch_condition | Jump;
   assign ALUop = ALUop_c;
endmodule
module Core_Datapath(                                            
		     input	   clk,rst_n,
		     input [1:0]   ResultSrc,
		     input	   PCSrc,ALUSrc,
		     input	   RegWrite,
		     input [1:0]   ImmSrc,
		     input [3:0]   ALUControl,
		     input [31:0]  Instr,
		     input [31:0]  ReadData,
			 input [2:0]   funct3,
             input [1:0]   ALUop,
		     output        branch_condition,
		     output [31:0] PC,
		     output [31:0] ALUResult,WriteData
		     );
    wire [31:0]			   PCnext,PCplus4,PCtarget;
    wire [31:0]			   ImmExt;
    wire [31:0]			   SrcA,SrcB;
    wire [31:0]			   Result;
    reg  [31:0] 		   PCReg;
    reg  [31:0]            ImmExtReg;
ALU ALU_inst(
		.A(SrcA),
		.B(SrcB),
		.ALUControl(ALUControl),
		.funct3 (funct3),
		.ALUop (ALUop),
		.branch_condition(branch_condition),
		.Result(ALUResult)
		);
Register_File Register_inst(
			       .clk(clk),
			       .WE3(RegWrite),
			       .RA1(Instr[19:15]),
			       .RA2(Instr[24:20]),
			       .WA3((Instr[11:7])),
			       .WD3(Result),
			       .RD1(SrcA),
			       .RD2(WriteData)
			       );
    always@(posedge clk or negedge rst_n) begin
	if (!rst_n) PCReg <= 0;
	else PCReg <= PCnext;
    end	
    assign PC = PCReg;
	assign PCplus4 = PC + 32'd4;
	assign PCtarget= PC + ImmExt;
    assign PCnext = PCSrc ? PCtarget : PCplus4;
    always@(ImmSrc or Instr) begin
      case(ImmSrc)
        2'b00: ImmExtReg = {{20{Instr[31]}},Instr[31:20]};
        2'b01: ImmExtReg = {{20{Instr[31]}},Instr[31:25],Instr[11:7]};
        2'b10: ImmExtReg = {{20{Instr[31]}},Instr[7],Instr[30:25],Instr[11:8],1'b0};
        2'b11: ImmExtReg = {{12{Instr[31]}},Instr[19:12],Instr[20],Instr[30:21],1'b0};
        default: ImmExtReg = 32'bx;  
      endcase
	end
    assign ImmExt = ImmExtReg;
	assign SrcB = ALUSrc ? ImmExt : WriteData;
    assign Result = ResultSrc[1] ? PCplus4 :(ResultSrc[0] ? ReadData : ALUResult);
endmodule
module Main_Decoder(
		    input wire [6:0]  op,
		    output wire [1:0] ResultSrc,
		    output wire       MemWrite, Branch,ALUSrc, RegWrite,Jump,
		    output wire [1:0] ImmSrc, ALUop
		    );
   reg [10:0] 			      control_signals;
   always@(*)
     case(op)
       7'b0000011: control_signals = 11'b1_00_1_0_01_0_00_0; 
       7'b0100011: control_signals = 11'b0_01_1_1_00_0_00_0; 
       7'b0110011: control_signals = 11'b1_xx_0_0_00_0_10_0; 
       7'b0010011: control_signals = 11'b1_00_1_0_00_0_10_0; 
       7'b1100011: control_signals = 11'b0_10_0_0_00_1_01_0; 
       7'b1101111: control_signals = 11'b1_11_0_0_10_0_00_1; 
       7'b1100111: control_signals = 11'b1_00_1_0_10_0_00_1; 
       7'b0110111: control_signals = 11'b1_00_1_0_00_0_11_0; 
       7'b0010111: control_signals = 11'b1_00_1_0_00_0_11_0; 
       7'b0000000: control_signals = 11'b0_00_0_0_00_0_00_0; 
       default:    control_signals = 11'bx_xx_x_x_xx_x_xx_x;
     endcase
   assign {RegWrite,ImmSrc,ALUSrc,MemWrite,
	   ResultSrc,Branch,ALUop,Jump} = control_signals;	
endmodule
module Register_File(
		     input wire 	clk, WE3,
		     input wire [4:0] 	RA1,RA2,WA3,
		     input wire [31:0] 	WD3,
		     output wire [31:0] RD1,RD2
		     );
   reg [31:0] REG_MEM_BLOCK[31:0];
   always@(posedge clk)
    begin
	if(WE3)
	  REG_MEM_BLOCK[WA3] <= WD3;
     end
   assign RD1 = (RA1 != 0) ? REG_MEM_BLOCK[RA1] : 0;
   assign RD2 = (RA2 != 0) ? REG_MEM_BLOCK[RA2] : 0;
endmodule
module Single_Cycle_Core(
			 input wire 	    clk,rst_n,
			 input wire [31:0]  Instr,
			 input wire [31:0]  ReadData,
			 output wire [31:0] PC,
			 output wire 	    MemWrite,
			 output wire [31:0] ALUResult ,WriteData
			 );
   wire ALUSrc, RegWrite, Jump, branch_condition, PCSrc;
   wire [1:0] ResultSrc,ImmSrc,ALUop;
   wire [3:0] ALUControl;
   Control_Unit Control(
			.op(Instr[6:0]),
			.funct3(Instr[14:12]),
			.funct7b5(Instr[30]),
			.branch_condition(branch_condition),
			.ResultSrc(ResultSrc),
			.MemWrite(MemWrite),
			.PCSrc(PCSrc),
			.ALUSrc(ALUSrc),
			.RegWrite(RegWrite),
			.ImmSrc(ImmSrc),
			.ALUControl(ALUControl),
			.ALUop(ALUop)
			);
   Core_Datapath Datapath(
			  .clk(clk),
			  .rst_n(rst_n),
			  .ResultSrc(ResultSrc),
			  .PCSrc(PCSrc),
			  .ALUSrc(ALUSrc),
			  .RegWrite(RegWrite),
			  .ImmSrc(ImmSrc),
			  .ALUControl(ALUControl),
			  .Instr(Instr),
			  .ReadData(ReadData),
			  .funct3(Instr[14:12]),
			  .ALUop(ALUop),
			  .branch_condition(branch_condition),
			  .PC(PC),
			  .ALUResult(ALUResult),
			  .WriteData(WriteData)
			  );	
endmodule
==> /design/flow/run.sh <==
#!/bin/bash
# OpenROAD 26Q1-2900-gdf79404cd8, Yosys 0.63+post, stock flow scripts
make -C /OpenROAD-flow-scripts/flow DESIGN_CONFIG=/design/flow/config.mk WORK_HOME=/design/flow/orfs finish
==> /design/flow/config.mk <==
export PLATFORM = sky130hd
export DESIGN_NAME = Single_Cycle_Core
export DESIGN_NICKNAME = Single_Cycle_Core
export VERILOG_FILES = /design/flow/design.v
export SDC_FILE = /design/flow/constraint.sdc
export NUM_CORES = 4
export LEC_CHECK = 1
export CORE_UTILIZATION = 30
==> /design/flow/constraint.sdc <==
current_design Single_Cycle_Core

set clk_period 29.1
set clk_io_pct 0.2

create_clock -name clk0 -period $clk_period [get_ports {clk}]

set non_clock_inputs [all_inputs -no_clocks]
set_input_delay [expr $clk_period * $clk_io_pct] -clock clk0 $non_clock_inputs
set_output_delay [expr $clk_period * $clk_io_pct] -clock clk0 [all_outputs]
==> metrics.cfg <==
[outcome]
status=complete, no violations

[sta]
fmax_mhz=47.90
max_slew_margin_pct=18.49
whs_ns=0.6767
skew_ns=0.04765
finalSetupViolCount=0
setup_tns_ns=0
grt_setup_unrepaired=no
period_used_pct=71.75
hold_viol_final=0
tightest_slew_ns=1.210
slew_violations=0
period_minus_slack_ns=20.88

[cts]
hold_buffers=0
cts_buffers=112
ctsHtreeMaxLevel=3
clkTransAtPathRegs_ns=0.06
root_buffer=clkbuf_16
cts_setup_buffers=0
clock_sinks=1056
insertion_delay_ns=0.74
tritoncts=done
clk_path_buf_depth=3
cts_resized=0

[logic_synthesis]
netlist_area_um2=62260
synthFlopType=edfxtp_1
yosys_area_um2=62260
enable_flop_cells=1024
ys.flops=1056
async_flop_share_pct=3.030
synth_cells=4685
yosysSeqAreaShare_pct=50.67
yosys_warnings=5
ys_cells=4685
ys_types=91
synth_area_per_cell_um2=13.29

[grt]
antenna_found_initial=14
grt_overflow=0
first_global_vias=48190
global_route.usage.met1_pct=29.97
grt.met2_usage_pct=37.31
gr-usage-all-layers_pct=26.12
top_usage_layer=met2
grt_use_met3_pct=17.92
grt_max_degree=85
grt_pass1_wl_mm=364.9

[min_path]
min_path_type=reg -> reg

[floorplan]
chipHeight_um=457.6
chipArea_um2=209400
fp-utilization_pct=30.31
ioPinCount=163
die_w_um=457.6
rows=166
core_area_um2=205400

[routing]
drc=0
antenna_left=0
num_vias=46480
avgViaCountPerCell=6.048
wl_mm=262.2
first_pass_iters=6
drtIter0Drc=4209
avgRoutedWirePerCell_um=34.11

[run]
tool_warnings=91
maxCapViolations=0

[placed_design]
gp_congestion=1.071
dp_hpwl_mm=181.0
io_buffers=162

[power]
powerDensity_nw_per_um2=61.53
ir_worst_vdd_mv=0.05092
p_leak_uw=0.02453

[critical_path]
r2r_setup_slack_ns=19.09
crit_required_ns=23.28
cp-end-kind=output pin
crit_fanout=59
cp_data_arrival_time_ns=15.06
worstSetupPathType=in -> out
worstSetupStartpointType=primary input

[cells_and_area]
area_growth_pct=15.69
nFillCells=19470
drive_above_1_share_pct=20.25

[per-layer routing]
layer / vias to the layer above / share of wire (%)
met4: 22 / 6.0
met1: 23040 / 34
met3: 597 / 17
li1: 19390 / -
met5: - / 0.18
met2: 3432 / 44
[stage by stage]
stage	utilization [%]	instances	cell area, µm²	total power (µW)	setup slack (ns)
floorplan	-	4685	62260	2436	11.21
global placement	33.25	7468	68310	2983	8.524
detailed placement	33.25	7468	68310	2985	8.568
CTS	35.05	7676	72010	4424	8.510
global route	35.06	7682	72030	4575	7.864
finish	35.07	7685	72030	4432	8.221
[worst max-delay path, stage by stage]
cell	delay (ns)
buf_8	0.43
buf_4	0.67
buf_4	0.68
and2_1	0.50
a22oi_1	0.14
nand3_1	0.14
nand4_1	0.50
buf_4	0.43
a21oi_4	0.38
inv_2	0.20
o21ai_0	0.28
fa_1	0.29
a21oi_1	0.12
o211a_1	0.28
o31a_1	0.41
o311ai_0	0.82
a2111oi_0	0.25
nor3_1	0.65
a2111oi_0	0.23
o21bai_1	0.27
a21oi_1	0.17
o21ai_0	0.19
a31oi_1	0.11
o221ai_1	0.34
clkdlybuf4s50_1	0.53
[cells in the mapped netlist, drive strengths merged, types with 35 or more instances]
library cell,count,share of area (%)
a211o,39,0.55
a211oi,134,1.6
a21oi,235,1.9
a22oi,87,1.0
a31oi,40,0.40
and2,35,0.35
buf,184,1.5
clkbuf,152,0.92
edfxtp,1024,49
ha,158,3.2
inv,124,0.75
mux2,37,0.68
mux2i,367,5.9
mux4,415,15
nand2,210,1.3
nand2b,35,0.35
nand3,98,0.79
nand4,38,0.38
nor2,322,1.9
nor2b,40,0.40
nor3,84,0.68
o21ai,133,1.1
o221ai,40,0.56
o22ai,79,0.79
xnor2,82,1.2
xor2,41,0.58
[logic make-up after synthesis]
kind of cell,after synthesis,share of synthesized area [%]
buf+inv,463,3.197
fa+ha+maj,162,3.304
xor+xnor,123,1.730
mux,819,21.59
simple gates,983,7.558
compound gates,1079,11.95
flops,1056,50.67
[registers in the layout (all words and copies together) (netlist names)]
signal	count
Datapath.PCReg	32
Datapath.Register_inst.REG_MEM_BLOCK	1024
[area by class of cell]
class,count,area [µm²],area share (%)
inverters,127,476.7,0.6618
multi-input cells,3166,29260,40.61
diodes,9,22.52,0.03127
well taps,2688,3363,4.669
repair buffers,431,3669,5.093
clock buffers,131,2917,4.049
flip-flops and latches,1056,31550,43.80
clock inverters,77,779.5,1.082
[placed cells by master (no fill, tap or decap), types with 41 or more instances in the layout]
master              n
edfxtp_1         1024
clkbuf_16         114
a211oi_1          129
xor2_1             41
xnor2_1            82
nand3_1            98
buf_4             270
a22oi_1            87
o22ai_1            79
mux2i_1           365
nor2_1            287
o21ai_0           119
mux4_2            415
a21oi_1           206
nand2_1           210
inv_1             121
ha_1              158
clkdlybuf4s50_1   151
nor3_1             77
[power by group]
part	switching [µW]	internal, µW	total, µW
registers	52.5	1740	1790
logic	744	453	1200
clock network	608	839	1450
[worst paths after layout]
| path | depth (start not counted) | start | end |
|---|---|---|---|
| setup reg to reg | 26 | Datapath.Register_inst.REG_MEM_BLOCK[30][2]$_DFFE_PP_ | Datapath.PCReg[0]$_DFFE_PN0P_ |
| hold / removal | 2 | Datapath.PCReg[31]$_DFF_PN0_ | Datapath.PCReg[31]$_DFF_PN0_ |
| hold reg to reg | 2 | Datapath.PCReg[31]$_DFF_PN0_ | Datapath.PCReg[31]$_DFF_PN0_ |
| min in group asynchronous | 2 | rst_n | Datapath.PCReg[30]$_DFF_PN0_ |
| max in group asynchronous | 2 | rst_n | Datapath.PCReg[0]$_DFFE_PN0P_ |
| setup / recovery | 25 | Instr[21] | ALUResult[30] |
Power figures rest on the tool's default switching activity, not on a simulated workload.
