<file path="/design/flow/run.sh">
#!/bin/bash
# OpenROAD 26Q1-2900-gdf79404cd8, Yosys 0.63+post, stock flow scripts
make -C /OpenROAD-flow-scripts/flow DESIGN_CONFIG=/design/flow/config.mk WORK_HOME=/design/flow/orfs finish
</file>
<file path="/design/flow/config.mk">
export PLATFORM = sky130hd
export DESIGN_NAME = Data_Memory
export DESIGN_NICKNAME = Data_Memory
export VERILOG_FILES = /design/flow/design.v
export SDC_FILE = /design/flow/constraint.sdc
export NUM_CORES = 4
export LEC_CHECK = 1
export CORE_UTILIZATION = 30
</file>
<file path="/design/flow/constraint.sdc">
current_design Data_Memory

set clk_period 53.6
set clk_io_pct 0.2

create_clock -name clk0 -period $clk_period [get_ports {clk}]

set non_clock_inputs [all_inputs -no_clocks]
set_input_delay [expr $clk_period * $clk_io_pct] -clock clk0 $non_clock_inputs
set_output_delay [expr $clk_period * $clk_io_pct] -clock clk0 [all_outputs]
</file>
<file path="/design/flow/design.v">
module Data_Memory(
		   input wire 	      clk, WE,
		   input wire [31:0]  A, WD,
		   output wire [31:0] RD
		   );
   reg [31:0] RAM[63:0];
   assign RD = RAM[A[31:2]];  
initial begin
   RAM[0]  = 32'h00000005;
   RAM[1]  = 32'h00000001; 
   RAM[2]  = 32'h00000004; 
   RAM[3] =  32'h00000002;
   RAM[4] =  32'h00000008;
end
   always @(posedge clk)
     if (WE)
       RAM[A[31:2]] <= WD;
endmodule
</file>
==> impl.org <==
* Flow results

** CTS
- Number of buffers added by the clock tree synthesis step :: approximately 190
- Post-CTS clock slew at the launch and capture registers of the worst setup and hold paths :: about 0.06 ns
- The clock tree has to reach ~2000 sinks.
- CTS reports a maximum clock tree buffer depth of 3.
- The clock tree synthesis step divided the H-tree into 4 levels.
- Number of hold buffers added after CTS :: 0
- Clock tree from TritonCTS :: built
- In this run the clock root is driven by a clkbuf_16.
- Number of buffers inserted to repair setup after CTS :: 0
- Quantity of gates resized following cts :: 0

** Power
- Clock share of power :: 0.396
- Flop pwr share :: 0.550
- Power density over the cells :: approximately 36 mW/mm^2
- In this run the VDD rail shows a maximum IR drop of between 20 and 30 uV.
- Share of power burned in combinational logic :: 0.054
- Net switching share of the total power :: 0.213
- Summed over all nets, the switching power comes to a little under 0.7 mW.
- Total design power :: between 3 and 4 mW
- P_int :: around 2.5 mW
- Leakage power summed over all cells :: between 20 and 30 nW

** Run
- Maxcap violations :: 0
- Warnings raised by the tools during the run amount to ~54.

** Logic synthesis
- The cell area that synthesis handed to floorplanning was 0.0783 sq mm.
- Complex Gates by Area :: 0.0873
- Synthesis-stage register bit count :: 2048
- Yosys reports that the most numerous cell types are edfxtp_1, mux2i_1, a22oi_1.
- Mux frac, synth :: 0.0819
- A synthesized cell averages approximately 19 sq um.
- Adder Area Share :: 0
- For this run, the register share of the synthesized area comes to 0.786.
- Of all cell types, the one taking the most synthesized area is edfxtp_1.
- Fraction of synthesis flops using an asynchronous set or reset pin :: 0
- The gate-level netlist out of Yosys references about 55 unique cell types.
- Yosys Warn Count :: 1
- In the post-synthesis netlist, the cell with the most instances is edfxtp_1.
- Of the combinational cells, the family taking the most area is AND-OR/OR-AND gates.
- Cell count after synthesis :: about 4200
- In this run, the synthesized area fraction spent on xor and xnor cells is recorded as 0.
- Fraction of post-synthesis cell area in the top cell type by area :: 0.786
- In this run, the synthesized area fraction spent on and/or/nand/nor cells is recorded as 0.0283.
- Flip-flops with a built-in enable :: between 2000 and 2500
- Primary flip-flop cell chosen by synthesis mapping :: edfxtp_1
- Biggest area contributors in the synthesized netlist :: edfxtp_1, mux2i_1, mux4_2
- According to the Yosys statistics, the synthesized design has a chip area of 0.0783 sq mm.
- Total cells reported by yosys after synthesis :: roughly 4200

** Detailed routing
- TritonRoute output was used to compute an average wire per cell of between 20 and 30 um.
- In the routed design, unresolved DRC markers number 0.
- DR pass1 iterations :: 7
- For this run, the script counts the antenna cells in the layout as 0.
- For this block, the routed nets add up to roughly 210 mm of wire.
- For this run, the detailed router reports a per-instance via density of 5.24.
- The violation tally recorded at the end of detailed-routing iteration 0 is ~2900.
- Vias after detailed routing :: about 41000
- In this run the remaining antenna-violating nets after routing total 0.

** Timing
- Share of the clock period used by the worst path after layout :: 0.494
- Final slew viol count :: 0
- Hold slack final :: between 10 and 15 ns
- Post-route setup TNS :: 0 ns
- Actual transition at the worst max-transition pin :: 1.06 ns
- Setup violation total in the final timing report :: 0
- The worst path needs ~26 ns of the cycle, external delays included.
- Setup repair after global routing left no endpoint under its margin.
- Derived from the worst setup path, the maximum achievable clock frequency is between 30 and 40 MHz.
- Final hold violation count :: 0
- Slew Limit Headroom :: 0.274

** Placed design
- Quantity of I/O buffers inserted on ports :: 71
- The congestion estimate from routability-driven global placement came to 0.862.
- Detailed placement finished with a half-perimeter wire length of roughly 120 mm.
- The placement stage leaves a total instance area of between 0.08 and 0.09 sq mm.

** Global route
- Met2 usage :: 0.251
- met1 track demand over resource after global routing is 0.188.
- Combined global-route utilization of all metal layers :: 0.169
- The number of antenna violations at the first check in global routing was 9.
- Met3 routing resource usage after global routing :: 0.136
- Gr ovfl total :: 0
- Number of global-route vias before repair :: around 44000
- Most Used Layer, Global Route :: met2
- Largest net degree at the start of global routing :: roughly 100
- Global-route wire length before repair :: roughly 300 mm

** Worst setup path
- Max stage delay cell, worst path :: or4_1
- Data on the critical path arrives at its endpoint at around 16 ns.
- STA classifies the critical path startpoint as an input port.
- The report shows a maximum critical-path fanout of 77.
- The cell that appears most often on the critical path is buf_4.
- Critical path type :: in2out
- CP cell instances :: buf_8, buf_4, buf_12, nor2_4, buf_4, buf_4, a22oi_1, o22ai_1, o21ai_0, or4b_1, or4_1, clkdlybuf4s50_1
- Crit end category :: output port
- Crit path required time :: between 40 and 50 ns
- Worst path max stage delay :: ~0.78 ns

** Die
- Measured along the x axis, the die boundary spans approximately 500 um.
- Number of cell rows :: 187
- The chip occupies 0.263 sq mm.
- According to the floorplan report, the die height is approximately 500 um.
- For this configuration, the core starts out at a cell density of 0.302.
- Top-level port count :: approximately 98
- After floorplanning, the core was sized to cover around 0.26 sq mm.

** Finish
- The register with the most flip-flops in the layout has around 2000 of them.
- Between the synthesized netlist and the finished layout, the area growth was recorded as 14.5%.
- Fraction of layout instances using a drive strength above 1 :: 0.179
- Summed area of non-filler cells in the final layout :: approximately 0.09 sq mm

** Min path
- The number of cells on the worst hold path is listed as 1.
- Checking hold timing, the worst path is listed with class in2reg.

** Outcome
- The run finished with clean final reports.
## layout by cell type, fill, tap and decap left out, types with 32 or more instances in the layout
cell             synthesis  layout
edfxtp_1              2048    2048
nor2_4                   0      67
clkinv_1                 0      48
mux2_2                 147     147
a22oi_1                188     188
clkinv_2                 0      37
and3_1                  85      85
nor2_1                 145      77
o22a_1                  70      70
clkbuf_1               168      50
o22ai_1                 93      93
o21ai_0                 84      84
a31oi_1                 43      43
buf_4                    8     186
a21oi_1                121     121
clkdlybuf4s50_1          0      36
a22o_1                  66      66
buf_2                   83      32
clkbuf_16                0     197
a221oi_1               175     175
nand3_1                 54      53
mux4_2                  96      96
mux2i_1                259     259
## layer usage
layer	share of wire	routed length, um
met5	0.0014	298
met4	0.032	6620
met3	0.17	36500
met2	0.46	96000
met1	0.33	70100
## worst paths after layout
| kind | start | end | slack, ns |
|---|---|---|---|
| min | WD[8] | RAM[55][8]$_DFFE_PP_ | 10.29 |
| max | A[4] | RD[3] | 27.12 |
## power by group through the flow
stage	combinational (mW)	sequential [mW]	clock, mW
finish	0.175	1.78	1.28
global route	0.188	1.78	1.36
CTS	0.177	1.78	1.30
## critical path, delay by kind of cell
| family | cells | cell delay, ns |
|---|---|---|
| simple gates | 3 | 1.41 |
| compound gates | 3 | 0.78 |
| buf+inv | 6 | 2.56 |
## area by class of cell
type / instances / area (sq um)
Clock inverter: 103 / 704
Sequential cell: 2048 / 61500
Clock buffer: 247 / 5120
Fill cell: 23666 / 170000
Inverter: 2 / 15.0
Tap cell: 3402 / 4260
Multi-Input combinational cell: 1859 / 16100
Timing Repair Buffer: 259 / 2000
## cells by family after synthesis
| family | count (synthesis) |
|---|---|
| and+or+nand+nor | 424 |
| muxes | 502 |
| DFF | 2048 |
| buffers and inverters | 300 |
| AOI/OAI and AO/OA | 933 |
## per-stage QoR
stage,setup slack [ns],std cells,utilization
floorplan,30.05,4207,-
CTS,27.13,7920,0.345
detailed placement,27.12,7570,0.323
finish,27.12,7920,0.345
global route,27.03,7920,0.345
global placement,27.13,7570,0.323
Power and IR drop assume default switching activity.
